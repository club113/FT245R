--- ./run.sh ---
#!/bin/bash
# OpenROAD 26Q1-2900-gdf79404cd8, Yosys 0.63+post, stock flow scripts
make -C /OpenROAD-flow-scripts/flow DESIGN_CONFIG=/design/flow/config.mk WORK_HOME=/design/flow/orfs finish
--- ./config.mk ---
export PLATFORM = sky130hd
export DESIGN_NAME = FTUART_TXRX
export DESIGN_NICKNAME = FTUART_TXRX
export VERILOG_FILES = /design/flow/design.v
export SDC_FILE = /design/flow/constraint.sdc
export NUM_CORES = 4
export LEC_CHECK = 1
export CORE_AREA = 10 10 111 111
export DIE_AREA = 0 0 121 121
--- ./constraint.sdc ---
current_design FTUART_TXRX

set clk_period 1.6
set clk_io_pct 0.2

create_clock -name clk0 -period $clk_period [get_ports {CLK}]

set non_clock_inputs [all_inputs -no_clocks]
set_input_delay [expr $clk_period * $clk_io_pct] -clock clk0 $non_clock_inputs
set_output_delay [expr $clk_period * $clk_io_pct] -clock clk0 [all_outputs]
--- ./design.v ---
`timescale 1ns / 1ps
module FT245RL
#(
parameter DELAY_TICKS = 4'd3 
)
(
    input CLK,
    input RST,
	input TXEN,  
	output TX_VALID, 
	output TX_DONE,
	input [7:0]TX_DATA,  
	output RX_DONE,  
	output [7:0]RX_DATA, 
    input TXE,   
    input RXF,
    output WR,
    output RD,
    inout [7:0]DATA_IO
    );
localparam[2:0]
IDLE_STATUS = 3'd0,
READ_STATUS = 3'd1,
WRITE_STATUS = 3'd2,
R_WAIT_STATUS = 3'd3,  
W_WAIT_STATUS = 3'd4;  
(* KEEP="TRUE"*) reg [2:0]ReadWriteStatus,ReadWriteStatus_next;
reg RD_reg,WR_reg;
reg RD_reg_next, WR_reg_next;
reg DelayStatus,DelayStatus_next; 
reg DelayFlag,DelayFlag_next;  
reg CntEn,CntEn_next; 
localparam [0:0]
IDLE = 1'b0,
CNT = 1'b1;
(* KEEP="TRUE"*) reg [7:0]RX_DATA_reg,RX_DATA_reg_next;
reg TX_DONE_reg,TX_DONE_reg_next;
reg RxDoneReg,RxDoneReg_next;
always@(posedge CLK, negedge RST)
begin
if(!RST)
	begin
	ReadWriteStatus <= IDLE_STATUS;
	RD_reg <= 1'b1;
	WR_reg <= 1'b1;
	DelayFlag <= 1'b0;
	RX_DATA_reg <= 1'b0;
	TX_DONE_reg <= 1'b0;
	CntEn <= 1'b0;
	DelayStatus <= 1'b0;
	RxDoneReg <= 1'b0;
	end
else
	begin
	ReadWriteStatus <= ReadWriteStatus_next;
	RD_reg <= RD_reg_next;
	WR_reg <= WR_reg_next;
	DelayFlag <= DelayFlag_next;
	RX_DATA_reg <= RX_DATA_reg_next;
	TX_DONE_reg <= TX_DONE_reg_next;
	CntEn <= CntEn_next;
	DelayStatus <= DelayStatus_next;
	RxDoneReg <= RxDoneReg_next;
	end
end
reg [3:0]Couter;
always@(posedge CLK, negedge RST)
begin
	if(!RST)
		begin
		Couter = 4'd0;
		DelayStatus_next = IDLE;
		DelayFlag_next = 1'b0;
		end
	else
		begin
		DelayFlag_next = 1'b0;
			case(DelayStatus)
			IDLE:
				begin
				if(CntEn)
					begin
					DelayStatus_next = CNT;
					Couter = 4'd0;					
					end
				end
			CNT:
				begin
				if(Couter == DELAY_TICKS)
					begin
					Couter = 4'd0;
					DelayStatus_next = IDLE;
					DelayFlag_next = 1'b1;	
					end
				else
					Couter = Couter + 4'd1; 
				end
			endcase
		end
end	
always@*
begin
	ReadWriteStatus_next = ReadWriteStatus;
    RD_reg_next= RD_reg;
	WR_reg_next= WR_reg;
	CntEn_next = 1'b0;
	RxDoneReg_next = 1'b0;
	RX_DATA_reg_next = RX_DATA_reg;
	TX_DONE_reg_next = 1'b0;
	case(ReadWriteStatus)
	IDLE_STATUS:
		begin
		if(!RXF)
			begin
			ReadWriteStatus_next = READ_STATUS;	
			RD_reg_next = 1'b0;
			CntEn_next = 1'b1;
			end
		else if(TXEN)
			begin
		    ReadWriteStatus_next = WRITE_STATUS;
			CntEn_next = 1'b1;
			WR_reg_next = 1'b1;
			end
		end
	READ_STATUS:
		begin
			if(DelayFlag)
			begin
			 RX_DATA_reg_next = DATA_IO;
			 ReadWriteStatus_next = R_WAIT_STATUS;
			end
		end
	WRITE_STATUS:
		begin
			if(DelayFlag)
				WR_reg_next = 1'b0;
			if(TXE)
			   ReadWriteStatus_next = W_WAIT_STATUS;
		end
	R_WAIT_STATUS:
		begin
		RD_reg_next = 1'b1;
		if(RXF)
			begin
			ReadWriteStatus_next = IDLE_STATUS; 
			RxDoneReg_next = 1'b1;
			end
		end
    W_WAIT_STATUS:
		begin
	    if(!TXE)
			begin
			  ReadWriteStatus_next = IDLE_STATUS; 
			  TX_DONE_reg_next = 1'b1;
			end
		end
	default:
	 ReadWriteStatus_next = IDLE_STATUS;
	endcase
end
assign RD = RD_reg;
assign WR = WR_reg;
assign DATA_IO = (ReadWriteStatus == WRITE_STATUS)? TX_DATA : 8'bz; 
assign TX_VALID = TXE;	
assign TX_DONE = TX_DONE_reg;
assign RX_DATA = RX_DATA_reg;
assign RX_DONE = RxDoneReg;
endmodule
`timescale 1ns / 1ps
module FTUART_TXRX(
    input CLK,
    input RST,
	(* KEEP="TRUE"*)input TXE,   	
    input RXF,
    output WR,
    output RD,
    inout [7:0]DATA_IO
    );
(* KEEP="TRUE"*) reg  TxEnable,TxEnable_next; 
(* KEEP="TRUE"*) reg  [7:0]TxData,TxData_next;
(* KEEP="TRUE"*) wire TxValid;	
(* KEEP="TRUE"*) wire TxDone;
(* KEEP="TRUE"*) wire RxDone;
(* KEEP="TRUE"*) wire [7:0]RxData;
FT245RL FT245RL_1(
     .CLK(CLK),
     .RST(RST),
	  .TXEN(TxEnable),  
	  .TX_VALID(TxValid), 
	  .TX_DONE(TxDone),
	  .TX_DATA(TxData),  
	  .RX_DONE(RxDone),  
	  .RX_DATA(RxData), 
     .TXE(TXE),   
     .RXF(RXF),
     .WR(WR),
     .RD(RD),
     .DATA_IO(DATA_IO)
    );
(* KEEP="TRUE"*)  reg [1:0]TestStatus,TestStatus_next;
always@(posedge CLK, negedge RST)
begin
	if(!RST)
		begin
		TxEnable <= 0;
		TxData <= 0;
		TestStatus <= IDLE_STATUS;
		end
	else
		begin
		TxEnable <= TxEnable_next;
		TxData <= TxData_next;
		TestStatus <= TestStatus_next;
		end
end
localparam [1:0]
IDLE_STATUS = 2'd0,
RX_STATUS = 2'd1,
TX_STATUS = 2'd2;
always@*
begin
TxEnable_next = 1'b0;
TxData_next   = TxData;
TestStatus_next = TestStatus;
	case(TestStatus)
	IDLE_STATUS:
		begin
		if(RxDone)
			begin
			TestStatus_next = RX_STATUS;
			end
		end
	RX_STATUS:
		begin
		TestStatus_next = TX_STATUS;
	TxData_next	 = RxData;
		end
	TX_STATUS:
		begin
			if(!TxValid)
			begin
			TestStatus_next = IDLE_STATUS;
			TxEnable_next = 1'b1; 
			end
		end
	default:
		TestStatus_next = IDLE_STATUS;
	endcase
end
endmodule
==> out/notes.md <==
- status: did not finish
- stage at which the flow ended: clock tree synthesis (4_1_cts)
- first logged error message: [error] [KeplerFormal.cpp:679] Workflow failed: Iso has multiple drivers: .DATA_IO0, DATA_IO[0]$_DFFE_PN0P_.Q0
- hold buffers post-CTS: 0
- count of flip-flops with a built-in enable after synthesis: 0
- die height: 121 um
- most numerous cell in the Yosys netlist: dfrtp_1
- average cell area after synthesis: 13.6 um^2
- Post-Syn Instances: 102
- library cell occupying the most area in the post-synthesis netlist: dfrtp_1
- register share after synthesis: 0.673
- most frequent cells after synthesis: 33 x dfrtp_1, 16 x mux2_2, 9 x inv_1
- TritonCTS Buffers: 5
- root buf cell: clkbuf_8
- register bit count reported by yosys: 37
- unique cell type count in the Yosys netlist: 22
- I/O Buffers: 5
- leading register cell type out of synthesis: dfrtp_1
- Largest type area fraction: 0.597
- ys cells: 102
- worst slack, placed: 0.229 ns
- number of core rows: 36
- combined area of all synthesized cells: 1380 um^2
- final weighted congestion in routability-driven placement: 0.757
- starting utilization of the core area: 0.140
- HPWL Detailed: 1.72 mm
- Setup Fix Bufs, Post-CTS: 2
- share of flip-flops with an asynchronous set or reset after synthesis: 1.00
- clock net sink count: 37
- cts repair resizes: 2
- Synth warnings: 3
- leading cell types by total area after synthesis: dfrtp_1 60%, mux2_2 13%, dfstp_2 7.6%
- Chip Width: 121 um
- number of top-level pins: 14
- CTS Buffer Depth: 2
- Max H-tree Level: 2
- Chip Area, Yosys: 1380 um^2
==> cell families after synthesis <==
family / share of synthesized area
multiplexers: 0.130
buffers and inverters: 0.0280
flip-flops: 0.673
adder cells (fa/ha/maj): 0.00905
AND-OR/OR-AND: 0.0878
AND/OR/NAND/NOR: 0.0715
==> stage by stage <==
| stage | power (mW) | util | cells | instance area (um^2) |
|---|---|---|---|---|
| after floorplan | 1.55 | - | 102 | 1380 |
| after global placement | 1.67 | 0.162 | 240 | 1600 |
| after detailed placement | 1.69 | 0.162 | 240 | 1600 |
Power is estimated from default activity; no workload was simulated.
